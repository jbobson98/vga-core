==> flow/design.v <==
module movement_controller (
    input wire clk,
    input wire rst,
    input wire up,
    input wire down,
    input wire left,
    input wire right,
    input wire center,
    output reg [15:0] x_pos,
    output reg [15:0] y_pos
);
wire ms_10;  
wire [17:0] count;
flex_counter #(.MAX_COUNT(250_000), .WIDTH(18)) ms_counter 
    (.clk(clk), .rst(rst), .cen(1'b1), .maxcnt(ms_10), .count(count));
always @(posedge clk or posedge rst) begin
    if(rst) begin
        x_pos <= 0;
        y_pos <= 0;
    end else begin
        if(ms_10) begin
            if(right) x_pos <= x_pos + 1;
            if(left) x_pos <= x_pos - 1;
            if(up) y_pos <= y_pos - 1;
            if(down) y_pos <= y_pos + 1;
        end
    end
end
endmodule
module flex_counter #(
    parameter MAX_COUNT = 255,
    parameter WIDTH = 8 
)(
    input wire clk,
    input wire rst,
    input wire cen,     
    output reg maxcnt,  
    output reg [WIDTH-1 : 0] count
);
always @(posedge clk or posedge rst) begin
    if(rst) begin
        count <= 0;
        maxcnt <= 1'b0;
    end else begin
        if(cen) begin
            if(count < MAX_COUNT) begin
                count <= count + 1;
                maxcnt <= 1'b0;
            end else begin
                count <= 0;
                maxcnt <= 1'b1;
            end
        end
    end
end
endmodule
==> flow/run.sh <==
#!/bin/bash
# OpenROAD 26Q1-2900-gdf79404cd8, Yosys 0.63+post, stock flow scripts
make -C /OpenROAD-flow-scripts/flow DESIGN_CONFIG=/design/flow/config.mk WORK_HOME=/design/flow/orfs finish
==> flow/config.mk <==
export PLATFORM = sky130hd
export DESIGN_NAME = movement_controller
export DESIGN_NICKNAME = movement_controller
export VERILOG_FILES = /design/flow/design.v
export SDC_FILE = /design/flow/constraint.sdc
export NUM_CORES = 4
export LEC_CHECK = 1
export CORE_UTILIZATION = 40
==> flow/constraint.sdc <==
current_design movement_controller

set clk_period 4.9
set clk_io_pct 0.2

create_clock -name clk0 -period $clk_period [get_ports {clk}]

set non_clock_inputs [all_inputs -no_clocks]
set_input_delay [expr $clk_period * $clk_io_pct] -clock clk0 $non_clock_inputs
set_output_delay [expr $clk_period * $clk_io_pct] -clock clk0 [all_outputs]
==> impl_table.tex <==
% Auto-generated results table
\begin{tabular}{lr}
\hline
Metric & Value \\
\hline
\multicolumn{2}{l}{\textbf{Power}} \\
Overall power consumption & roughly 0.83 mW \\
Reported leakage power & roughly 1.8 nW \\
Maximum vdd ir drop & between 0.1 and 0.15 mV \\
Power density relative to cell area & about 200 nW/um\^{}2 \\
\multicolumn{2}{l}{\textbf{Detailed routing}} \\
Count of TritonRoute iterations in the first routing pass & 4 \\
Via-to-Cell Ratio & $\sim$5.2 \\
DRC violations left & 0 \\
Diode count & 0 \\
Via count & $\sim$2,800 \\
Final Routed Wirelength & around 6700 um \\
Number of DRC markers in iteration 0 & around 99 \\
Post-detailed-route wirelength per cell & $\sim$13 um \\
Number of nets with antenna violations after routing & 0 \\
\multicolumn{2}{l}{\textbf{Floorplanning}} \\
Number of top-level design ports & 39 \\
Initial cell density of the core & a little over two fifths \\
Placeable core area & a little over 8000 um\^{}2 \\
Chip area & roughly 9000 um\^{}2 \\
Total number of placement rows & 33 \\
Die W & $\sim$95 um \\
Die extent in y & roughly 95 um \\
\multicolumn{2}{l}{\textbf{Synth}} \\
Number of enable-type register cells in the synthesized netlist & 0 \\
Post-synthesis instance area & 3450 um\^{}2 \\
Synth Warn \# & 2 \\
Sequential fraction of the synthesis area & 37.0\% \\
Asr flop ratio synth & about 100\% \\
Top\_reg\_cell synth & sky130\_fd\_sc\_hd\_\_dfrtp\_1 \\
Synthesized registers & 51 \\
Cell count in the Yosys report & around 390 \\
Average cell area after synthesis & between 8 and 9 um\^{}2 \\
Mapped Cells & a little under 400 \\
Count of cell types in the netlist & between 50 and 60 \\
Area figure in the yosys stat output & 3450 um\^{}2 \\
\multicolumn{2}{l}{\textbf{Final timing}} \\
Worst setup skew after layout & between 7 and 8 ps \\
Final Setup Violations & 0 \\
Setup repair after global routing missed its margin & no \\
Pin slew with the least headroom to its limit & just under 800 ps \\
Setup TNS & 0 ps \\
Total count of hold-check failures in the final report & 0 \\
Time the final worst path needs with I/O delays and setup & roughly 3700 ps \\
Worst-case headroom to the max-slew limit & a little under half \\
Final worst path period share & about 75\% \\
Max Slew Vio Count & 0 \\
Final setup margin & approximately 1200 ps \\
Final-layout worst hold slack & between 400 and 500 ps \\
Peak Freq & 270 MHz \\
\multicolumn{2}{l}{\textbf{Flow run}} \\
Number of warnings in the stage logs & 26 \\
Max capacitance violation total & 0 \\
\multicolumn{2}{l}{\textbf{Global routing}} \\
Number of antenna violations at the first check in global routing & 0 \\
Total Routing Usage GR & between 15 and 20\% \\
Pin count of the biggest net entering global routing & about 52 \\
First-pass GRT wire length & between 10,000 and 15,000 um \\
Number of global-route vias before repair & between 2,000 and 3,000 \\
GRT overflow & 0 \\
\multicolumn{2}{l}{\textbf{Clock tree}} \\
CTS H-Tree Depth & 2 \\
Number of gates given a new drive strength after cts & 0 \\
Latest clock arrival within the worst-skew pair & about 300 ps \\
Clock edge transition at the registers on the reported setup and hold paths & about 90 ps \\
Clock buffers created by TritonCTS & 5 \\
Sinks on the clock net & 51 \\
Post-CTS setup buffers & 0 \\
Buffers from clock root to sink, at most & 2 \\
CTS tree & yes \\
Buffer cell driving the clock tree root & sky130\_fd\_sc\_hd\_\_clkbuf\_8 \\
Hold buffers post-CTS & 0 \\
\multicolumn{2}{l}{\textbf{Layout}} \\
Dominant logic cell types in the final layout & 53 x sky130\_fd\_sc\_hd\_\_nand2\_1, 51 x sky130\_fd\_sc\_hd\_\_dfrtp\_1, 40 x sky130\_fd\_sc\_hd\_\_o21ai\_0 \\
Ratio of cells with drive above 1 in the final layout & just under 6\% \\
Area growth syn-to-layout & 18.0\% \\
Most frequently placed logic cell in the final layout & sky130\_fd\_sc\_hd\_\_nand2\_1 \\
\multicolumn{2}{l}{\textbf{Outcome}} \\
Status & finished clean \\
\multicolumn{2}{l}{\textbf{Placed design}} \\
Setup Slack @ Placement & 873 ps \\
Weighted congestion reported at the end of routability-driven placement & between 0.8 and 0.9 \\
Detailed-placement wirelength estimate & 4810 um \\
Count of buffers from port buffering & 37 \\
\multicolumn{2}{l}{\textbf{Setup path}} \\
Critical Setup Path Class & in -> reg \\
Largest fanout of any net on the critical path & 17 \\
Sort of element at the end of the critical path & flip-flop \\
Critical-path cell list & clkdlybuf4s50\_1 -> inv\_1 -> ha\_1 -> a21o\_1 -> a211oi\_1 -> o21ai\_0 -> a221oi\_1 -> o21ai\_0 -> xnor2\_1 -> o21ai\_0 \\
Data required time of the worst path & 5130 ps \\
Type of origin of the critical path & primary input \\
Maximum cell stage delay along the critical path & a little under 700 ps \\
Critical Path Start & down \\
Data arrival time of the critical path & approximately 3900 ps \\
CP max stage cell & sky130\_fd\_sc\_hd\_\_clkdlybuf4s50\_1 \\
Critical register-to-register path startpoint & y\_pos[0]\$\_DFFE\_PP0P\_ \\
Most frequent cell on the critical path & sky130\_fd\_sc\_hd\_\_o21ai\_0 \\
\multicolumn{2}{l}{\textbf{Hold path}} \\
Worst Hold Launch & x\_pos[15]\$\_DFFE\_PP0P\_ \\
Class of the tightest hold or removal check & reg -> reg \\
\hline
\end{tabular}
[logic make-up after synthesis]
group	count (synthesis)	share of synthesized area, %
AND/OR/NAND/NOR	122	16.5
adder cells (fa/ha/maj)	31	11.7
XOR/XNOR	37	9.38
AND-OR/OR-AND	117	21.5
multiplexers	3	0.906
flip-flops	51	37.0
buffers and inverters	28	3.12
[cell type report]
type	count	area, um^2
timing repair buffer	41	400
inverter	16	60.1
fill	776	4230
clock buffer	6	72.6
clock inverter	2	60.1
sequential	51	1280
tap	105	131
multi-input combinational	310	2070
[metal layers]
metal	vias to the layer above	part of all wire, %	global-route usage, %
li1	1463	-	-
met4	0	0.73	1.39
met5	-	0	0
met2	35	43	25.3
met1	1270	53	26.4
met3	4	3.3	2.29
[cell usage after synthesis (all sizes together), types with 3 or more instances]
master  count  area (um^2)
a21boi      4         33.8
xnor2      22          193
nor2b       3         26.3
ha         29          363
o21ai      46          238
inv        16         60.1
nand2      53          199
o211ai      5         37.5
a31oi       5         31.3
xor2       15          131
dfrtp      51         1280
nand2b      3         18.8
a21o        7         52.6
nand3      14         70.1
nand4       4         25.0
nor2       26          100
clkbuf     11         42.5
o31ai       5         37.5
a311oi      3         26.3
nor3        3         15.0
or3         4         25.0
o311ai      3         43.8
a21oi      30          165
[worst max-delay path: cells and delay by family]
kind	cells	cell delay [ps]
AND-OR/OR-AND	6	1230
XOR/XNOR	1	140
adder cells (fa/ha/maj)	1	470
buffers and inverters	2	1090
[report_power, final]
part	internal, mW	total [mW]	switching, mW	leakage, nW
Combinational	0.0204	0.0588	0.0384	1.05
Clock	0.204	0.350	0.145	0.0654
Sequential	0.421	0.421	0	0.703
Total	0.645	0.829	0.184	1.82
[sequential cells by signal (all words and copies together) (netlist names)]
register / flops
ms_counter.count: 18
ms_counter.maxcnt: 1
x_pos: 16
y_pos: 16
[through the flow]
stage | instances | instance area, um^2 | util, %
final | 531 | 4070 | 49.1
after global routing | 531 | 4070 | 49.1
after CTS | 531 | 4070 | 49.1
after detailed placement | 523 | 3940 | 47.5
after global placement | 523 | 3940 | 47.5
after floorplan | 389 | 3450 | -
[final timing paths]
check | end | depth (start not counted) | slack [ps]
min | x_pos[15]$_DFFE_PP0P_ | 1 | 490
max in group asynchronous | ms_counter.count[12]$_DFF_PP0_ | 3 | 3310
min reg2reg | x_pos[15]$_DFFE_PP0P_ | 1 | 490
max | y_pos[13]$_DFFE_PP0P_ | 10 | 1200
max reg2reg | y_pos[14]$_DFFE_PP0P_ | 9 | 2530
min in group asynchronous | y_pos[9]$_DFFE_PP0P_ | 3 | 1160
Power figures rest on the tool's default switching activity, not on a simulated workload.
