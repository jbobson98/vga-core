## constraint.sdc

```tcl
current_design vga_core

set clk_period 2.2
set clk_io_pct 0.2

create_clock -name clk0 -period $clk_period [get_ports {clk}]

set non_clock_inputs [all_inputs -no_clocks]
set_input_delay [expr $clk_period * $clk_io_pct] -clock clk0 $non_clock_inputs
set_output_delay [expr $clk_period * $clk_io_pct] -clock clk0 [all_outputs]
```

## run.sh

```bash
#!/bin/bash
# OpenROAD 26Q1-2900-gdf79404cd8, Yosys 0.63+post, stock flow scripts
make -C /OpenROAD-flow-scripts/flow DESIGN_CONFIG=/design/flow/config.mk WORK_HOME=/design/flow/orfs finish
```

## design.v

```verilog
module flex_counter #(
    parameter MAX_COUNT = 255,
    parameter WIDTH = 8 
)(
    input wire clk,
    input wire rst,
    input wire cen,     
    output reg maxcnt,  
    output reg [WIDTH-1 : 0] count
);
always @(posedge clk or posedge rst) begin
    if(rst) begin
        count <= 0;
        maxcnt <= 1'b0;
    end else begin
        if(cen) begin
            if(count < MAX_COUNT) begin
                count <= count + 1;
                maxcnt <= 1'b0;
            end else begin
                count <= 0;
                maxcnt <= 1'b1;
            end
        end
    end
end
endmodule
module vga_core (
    input wire clk,
    input wire rst,
    input wire [11:0] color_in,      
    output wire hsync,
    output wire vsync,
    output wire [11:0] color_o,      
    output wire [15:0] x_coord,      
    output wire [15:0] y_coord       
);
localparam integer HORZ_PIXELS = 1280;
localparam integer HORZ_FRONT_PORCH = 110;
localparam integer HORZ_BACK_PORCH = 220;
localparam integer HORZ_SYNC = 40;
localparam integer TOTAL_WIDTH = HORZ_PIXELS + HORZ_FRONT_PORCH + HORZ_BACK_PORCH + HORZ_SYNC;
localparam integer WIDTH_BITS = $clog2(TOTAL_WIDTH + 1);
localparam integer VERT_PIXELS = 720;
localparam integer VERT_FRONT_PORCH = 5;
localparam integer VERT_BACK_PORCH = 20;
localparam integer VERT_SYNC = 5;
localparam integer TOTAL_HEIGHT = VERT_PIXELS + VERT_FRONT_PORCH + VERT_BACK_PORCH + VERT_SYNC;
localparam integer HEIGHT_BITS = $clog2(TOTAL_HEIGHT + 1);
wire [WIDTH_BITS-1 : 0] x_loc;
wire [HEIGHT_BITS-1 : 0] y_loc;
wire video_active;
vga_sync_generator #(
    .HORZ_PIXELS(HORZ_PIXELS),
    .HORZ_FRONT_PORCH(HORZ_FRONT_PORCH),
    .HORZ_BACK_PORCH(HORZ_BACK_PORCH),
    .HORZ_SYNC(HORZ_SYNC),
    .VERT_PIXELS(VERT_PIXELS),
    .VERT_FRONT_PORCH(VERT_FRONT_PORCH),
    .VERT_BACK_PORCH(VERT_BACK_PORCH),
    .VERT_SYNC(VERT_SYNC)
) sync_gen (
    .clk(clk), 
    .rst(rst), 
    .hsync(hsync), 
    .vsync(vsync),
    .video_active(video_active),
    .x_loc(x_loc),
    .y_loc(y_loc)
);
assign color_o = (video_active) ? color_in : 12'b000000000000;
assign x_coord = x_loc;
assign y_coord = y_loc;
endmodule
module vga_sync_generator #(
    parameter HORZ_PIXELS = 640,
    parameter HORZ_FRONT_PORCH = 16,
    parameter HORZ_BACK_PORCH = 48,
    parameter HORZ_SYNC = 96,
    parameter VERT_PIXELS = 480,
    parameter VERT_FRONT_PORCH = 10,
    parameter VERT_BACK_PORCH = 33,
    parameter VERT_SYNC = 2,
    parameter TOTAL_WIDTH = HORZ_PIXELS + HORZ_FRONT_PORCH + HORZ_BACK_PORCH + HORZ_SYNC,
    parameter WIDTH_BITS = $clog2(TOTAL_WIDTH + 1),
    parameter TOTAL_HEIGHT = VERT_PIXELS + VERT_FRONT_PORCH + VERT_BACK_PORCH + VERT_SYNC,
    parameter HEIGHT_BITS = $clog2(TOTAL_HEIGHT + 1)
)(
    input wire clk,
    input wire rst,
    output reg hsync,   
    output reg vsync,   
    output reg video_active,
    output wire [WIDTH_BITS-1 : 0] x_loc,  
    output wire [HEIGHT_BITS-1 : 0] y_loc   
);
localparam integer HORZ_SYNC_START = HORZ_PIXELS + HORZ_BACK_PORCH - 1;
localparam integer HORZ_SYNC_END = HORZ_PIXELS + HORZ_BACK_PORCH + HORZ_SYNC - 1;
localparam integer VERT_SYNC_START = VERT_PIXELS + VERT_FRONT_PORCH - 1;
localparam integer VERT_SYNC_END = VERT_PIXELS + VERT_FRONT_PORCH + VERT_SYNC - 1;
wire x_loc_max;
flex_counter #(.MAX_COUNT(TOTAL_WIDTH-1), .WIDTH(WIDTH_BITS)) horizontal_counter 
    (.clk(clk), .rst(rst), .cen(1'b1), .maxcnt(x_loc_max), .count(x_loc));
wire y_loc_max;
flex_counter #(.MAX_COUNT(TOTAL_HEIGHT-1), .WIDTH(HEIGHT_BITS)) vertical_counter 
    (.clk(clk), .rst(rst), .cen(x_loc_max), .maxcnt(y_loc_max), .count(y_loc));
always @(posedge clk or posedge rst) begin
    if(rst) begin
        hsync <= 1'b1;
        vsync <= 1'b1;
        video_active <= 1'b0;
    end else begin
        if((x_loc >= 0) && (x_loc < HORZ_PIXELS) && (y_loc >= 0) && (y_loc < VERT_PIXELS)) begin
            video_active <= 1'b1;
        end else begin
            video_active <= 1'b0;
        end
        if((x_loc >= HORZ_SYNC_START) && (x_loc <= HORZ_SYNC_END)) begin
            hsync <= 1'b0;
        end else begin
            hsync <= 1'b1;
        end
        if((y_loc >= VERT_SYNC_START) && (y_loc <= VERT_SYNC_END)) begin
            vsync <= 1'b0;
        end else begin
            vsync <= 1'b1;
        end
    end
end
endmodule
```

## config.mk

```make
export PLATFORM = sky130hd
export DESIGN_NAME = vga_core
export DESIGN_NICKNAME = vga_core
export VERILOG_FILES = /design/flow/design.v
export SDC_FILE = /design/flow/constraint.sdc
export NUM_CORES = 4
export LEC_CHECK = 1
export CORE_AREA = 10 10 108 108
export DIE_AREA = 0 0 118 118
```

==> ds_physical_params.txt <==
Characteristics after synthesis and place and route

Parameter                              Value

Worst setup path
  Cell chain of the critical path    clkdlybuf4s50_1 > and2_1 > clkdlybuf4s50_1
  Largest delay share family, worst path    buffers and inverters
  Critical Path Slowest Stage Cell    sky130_fd_sc_hd__clkdlybuf4s50_1
  Critical path fanouts, max    1
  Peak per-stage delay on the critical path    around 0.47 ns
  Category of the most critical setup path    input port to primary output
  Launching element type of the critical path    input port
  Required time of the worst setup path    1.76 ns
  Element type at the critical path end    primary output
  Cell occurring most often along the worst timing path    sky130_fd_sc_hd__clkdlybuf4s50_1
  Signal arrival time at the worst endpoint    approximately 1.5 ns
  Critical path buffer and inverter count    2

Logic synthesis
  Area figure in the yosys stat output    1420 sq um
  Yosys warning count    3
  Distinct cell type count of the synthesized netlist    34
  Sequential-to-total area share from yosys stat    44.1%
  Post-Syn Area per Cell    9.07 sq um
  Yosys stat cell total    around 160
  Flip-flop and latch count after synthesis    25
  Number of instances in the synthesized netlist    between 150 and 200
  Dominant cell area share    40.4%
  Post-Synthesis Cell Area    1420 sq um
  Top post-synthesis cells by area    sky130_fd_sc_hd__dfrtp_1 40%, sky130_fd_sc_hd__xnor2_1 8.0%, sky130_fd_sc_hd__nor2_1 7.6%
  Cell type with the highest aggregate area in the netlist    sky130_fd_sc_hd__dfrtp_1

Power and ir drop
  Power density cells    approximately 380 nW/um^2
  Internal power    approximately 0.63 mW
  Net switching power    0.147 mW
  Logic gate share of total power    7.8%
  Proportion of power drawn by flip-flops and latches    58.9%
  Post-layout total power    0.780 mW
  Switching part of the total    18.8%
  Maximum resistive drop on vdd    about 0.00016 V
  Reported leakage power    between 0.8 and 0.9 nW
  Relative contribution of the clock network to total power    between 30% and 40%

Floorplan
  Floorplan die width    118 um
  Chip footprint    13900 sq um
  Number of placement rows    35
  Die height    118 um
  Initial core utilization    15.3%
  I/O Pins    60
  Core area    about 9300 sq um

Hold path
  Class of the most critical hold timing path    input port to asynchronous set/reset pin

Final timing
  Setup repair after global routing missed its margin    false
  Final hold violation count    0
  Worst hold-check slack    roughly 0.53 ns
  Clock Skew    0.00260 ns
  Setup slack after layout    approximately 0.27 ns
  Share of the clock period used by the worst path after layout    87.7%
  Fmax    just over 500 MHz
  Max Transition Viols Final    0
  Final sum of negative setup slack    0 ns
  Shortest period the worst path allows    1.93 ns
  Final tally of setup violations    0

Final layout
  Area taken by flip-flops and latches    628 sq um
  Layout filler cell count    1028
  Fraction of final layout cells sized beyond drive strength 1    under 10%
  Post-route cell area    2040 sq um
  Final non-filler cell total    about 330
  Layout Utilization    22.0%
  Comb area    688 sq um
  Area delta synth->final    43.3%

Route
  DRC viols    0
  Drt via density    about 3.6
  Detailed Routing Iterations Pass 1    4
  Routed WL per cell    10.9 um
  Number of nets with antenna violations after detailed routing    0
  Routed Wire Length    ~3.6 mm
  Via Count    1205
  DRT iter0 DRCs    29
  Diode insertion count for antenna repair    0

Global routing
  Antenna violations before repair    0
  Total congestion overflow after global routing    0
  Pin count of the biggest net entering global routing    26
  GRT Util Overall    4.99%
  Global-route wire length before repair    roughly 6.0 mm
  Number of global-route vias before repair    1143

Clock tree
  Setup Buffers After CTS    0
  Post-cts hold buffer count    0
  CTS sink count    25
  Cell resize tally after clock tree synthesis    0
  CTS max path bufs    2
  Latency at later pin    0.26 ns
  CTS H-tree lvls    1
  CTS Root Buffer Type    sky130_fd_sc_hd__clkbuf_8
  Number of buffers created by CTS    3
  CTS tree    done
  CTS clk-pin slew, worst paths    0.08 ns

Outcome
  Status    finished clean

Place
  Placement Cell Area    about 2000 sq um
  Number of cells after detailed placement    approximately 330
  Port bufs    approximately 48
  Post-DP HPWL    2.94 mm
  RePlAce Congestion    0.826
  Pre-CTS WS    roughly 0.25 ns

Run
  Max-capacitance violation count    0
  Tool Warnings    27
==> cell families (layout without fill, tap and decap cells) <==
| kind of cell | after synthesis | after routing | synth area share, % |
|---|---|---|---|
| compound gates | 14 | 14 | 6.42 |
| xor+xnor | 15 | 15 | 9.23 |
| fa+ha+maj | 4 | 4 | 3.52 |
| buf+inv | 24 | 61 | 10.2 |
| flops | 25 | 25 | 44.1 |
| mux | 1 | 1 | 0.703 |
| other cells | 1 | 11 | 0.263 |
| simple gates | 73 | 73 | 25.6 |
==> cell usage after synthesis, drive strengths merged <==
| library cell | n |
|---|---|
| a21o | 1 |
| xnor2 | 13 |
| nand3 | 6 |
| and2 | 13 |
| inv | 8 |
| nor2b | 1 |
| a41oi | 1 |
| nor4 | 3 |
| o211ai | 1 |
| nand3b | 1 |
| a31oi | 1 |
| nor4b | 1 |
| o21ai | 5 |
| dfstp | 2 |
| conb | 1 |
| o211a | 1 |
| a21oi | 2 |
| a211o | 1 |
| buf | 15 |
| dfrtp | 23 |
| ha | 4 |
| nand2 | 7 |
| nor2 | 29 |
| xor2 | 2 |
| nand4 | 5 |
| a211oi | 1 |
| mux2i | 1 |
| and3 | 1 |
| clkbuf | 1 |
| nor3 | 6 |
==> worst reg2reg max path: stages, from the launching register on <==
cell and delay, ns:
sky130_fd_sc_hd__dfrtp_1 0.51, sky130_fd_sc_hd__inv_1 0.08, sky130_fd_sc_hd__ha_1 0.21, sky130_fd_sc_hd__nand3b_1 0.15, sky130_fd_sc_hd__a21oi_1 0.17, sky130_fd_sc_hd__o211a_1 0.34
sky130_fd_sc_hd__nor2_1 0.09
==> cell usage in the layout, fill, tap and decap left out, drive strengths merged <==
cell and count:
clkdlybuf4s50 48, nor2 29, dfrtp 23, xnor2 13, and2 13, conb 11
inv 8, nand2 7, nand3 6, nor3 6, nand4 5, o21ai 5
ha 4, clkbuf 4, nor4 3, a21oi 2, xor2 2, dfstp 2
nand3b 1, o211a 1, a41oi 1, and3 1, a211oi 1, a21o 1
nor2b 1, o211ai 1, a211o 1, a31oi 1, nor4b 1, mux2i 1
buf 1
==> final cells by class <==
| class | instances | area share (%) |
|---|---|---|
| multi-input combinational | 118 | 33.7 |
| sequential | 25 | 30.8 |
| timing repair buffer | 49 | 23.9 |
| tap | 129 | 7.91 |
| clock buffer | 4 | 2.21 |
| inverter | 8 | 1.47 |
==> layer usage <==
metal	GRT usage, %	wire length (um)	vias to the layer above
li1	-	-	592
met1	6.93	1770	561
met2	7.94	1620	50
met3	0.972	190	2
met4	0.927	49	0
met5	0	0	-
==> power groups by stage <==
stage | sequential [mW] | combinational (mW) | clock, mW
after CTS | 0.459 | 0.0642 | 0.275
after global routing | 0.459 | 0.0695 | 0.304
final | 0.459 | 0.0611 | 0.259
==> path summary, 6_finish.rpt <==
kind / startpoint / to / slack, ns / depth (start not counted)
max: color_in[10] / color_o[10] / 0.27 / 3
min: rst / sync_gen.horizontal_counter.count[3] / 0.53 / 3
max reg2reg: sync_gen.vertical_counter.count[0] / sync_gen.vertical_counter.count[0] / 0.53 / 6
min reg2reg: sync_gen.vertical_counter.count[9] / sync_gen.vsync / 0.55 / 1
max in group asynchronous: rst / sync_gen.vsync / 1.38 / 3
min in group clk0: sync_gen.vertical_counter.count[9] / sync_gen.vsync / 0.55 / 1
==> sequential cells by signal, indices dropped and copies added (netlist names) <==
signal                              count
sync_gen.hsync                          1
sync_gen.vsync                          1
sync_gen.video_active                   1
sync_gen.vertical_counter.count        10
sync_gen.horizontal_counter.maxcnt      1
sync_gen.horizontal_counter.count      11
Power and IR drop assume default switching activity.
