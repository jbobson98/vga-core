==> /design/flow/design.v <==
module color_tester #(
    parameter CLK_FREQ = 100_000_000    
)(
    input wire clk,
    input wire rst,
    input wire [3:0] red_switches,
    input wire [3:0] green_switches,
    input wire [3:0] blue_switches,
    output wire [3:0] red_o,
    output wire [3:0] green_o,
    output wire [3:0] blue_o
);
genvar i;
generate
    for(i = 0; i < 4; i = i + 1) begin : red_switch_debouncers
        debouncer #(.CLK_FREQ(CLK_FREQ)) red_debouncer 
            (.clk(clk), .rst(rst), .btn_in(red_switches[i]), .btn_out(red_o[i]));
    end
    for(i = 0; i < 4; i = i + 1) begin : green_switch_debouncers
        debouncer #(.CLK_FREQ(CLK_FREQ)) green_debouncer 
            (.clk(clk), .rst(rst), .btn_in(green_switches[i]), .btn_out(green_o[i]));
    end
    for(i = 0; i < 4; i = i + 1) begin : blue_switch_debouncers
        debouncer #(.CLK_FREQ(CLK_FREQ)) blue_debouncer 
            (.clk(clk), .rst(rst), .btn_in(blue_switches[i]), .btn_out(blue_o[i]));
    end
endgenerate
endmodule
module debouncer #(
    parameter CLK_FREQ = 100_000_000,     
    parameter DEBOUNCE_MS = 20           
)(
    input wire clk,
    input wire rst,
    input wire btn_in,
    output reg btn_out
);
localparam integer DEBOUNCE_CYCLES = (CLK_FREQ / 1000) * DEBOUNCE_MS;
localparam integer COUNTER_WIDTH = $clog2(DEBOUNCE_CYCLES + 1);
reg [COUNTER_WIDTH-1 : 0] count;
wire synced_btn_in;
synchronizer sync (.clk(clk), .rst(rst), .async_in(btn_in), .sync_out(synced_btn_in));
always @(posedge clk or posedge rst) begin
    if(rst) begin
        count <= 0;
        btn_out <= 1'b0;
    end else begin
        if(synced_btn_in == btn_out) begin
            count <= 0;
        end else begin
            if(count == DEBOUNCE_CYCLES-1) begin
                btn_out <= synced_btn_in;
                count <= 0;
            end else begin
                count <= count + 1;
            end
        end
    end
end
endmodule
module synchronizer (
    input wire clk,
    input wire rst,
    input wire async_in,
    output wire sync_out
);
reg ff1, ff2;
assign sync_out = ff2;
always @(posedge clk or posedge rst) begin
    if (rst) begin
        ff1 <= 1'b0;
        ff2 <= 1'b0;
    end else begin
        ff1 <= async_in;
        ff2 <= ff1;
    end
end
endmodule
==> /design/flow/run.sh <==
#!/bin/bash
# OpenROAD 26Q1-2900-gdf79404cd8, Yosys 0.63+post, stock flow scripts
make -C /OpenROAD-flow-scripts/flow DESIGN_CONFIG=/design/flow/config.mk WORK_HOME=/design/flow/orfs finish
==> /design/flow/config.mk <==
export PLATFORM = sky130hd
export DESIGN_NAME = color_tester
export DESIGN_NICKNAME = color_tester
export VERILOG_FILES = /design/flow/design.v
export SDC_FILE = /design/flow/constraint.sdc
export NUM_CORES = 4
export LEC_CHECK = 1
export CORE_UTILIZATION = 50
==> /design/flow/constraint.sdc <==
current_design color_tester

set clk_period 2.9
set clk_io_pct 0.2

create_clock -name clk0 -period $clk_period [get_ports {clk}]

set non_clock_inputs [all_inputs -no_clocks]
set_input_delay [expr $clk_period * $clk_io_pct] -clock clk0 $non_clock_inputs
set_output_delay [expr $clk_period * $clk_io_pct] -clock clk0 [all_outputs]
==> impl_metrics.env <==
# physical design summary
export IMPL_worstPathRequired_ns=3.33
export IMPL_cts_resized=0
export IMPL_met2_usage_pct=27.4
export IMPL_syn_avg_cell_area_sq_um=10.1
export IMPL_clk_pin_slew_worst_paths_ns=0.06
export IMPL_fp_util_pct=51.5
export IMPL_num_vias=10100
export IMPL_warnings=26
export IMPL_firstDrtPassIters=5
export IMPL_yosysTopAreaCell="dfrtp_1"
export IMPL_min_path_type="reg2reg"
export IMPL_grt_usage_pct=19.2
export IMPL_diodes=0
export IMPL_ys_types=52
export IMPL_use_met3_pct=2.66
export IMPL_synth_seq_cells=288
export IMPL_die_h_um=169
export IMPL_port_buffers=25
export IMPL_die_w_um=169
export IMPL_pwr_density_cell_nw_per_um2=560
export IMPL_finalHoldViolations=0
export IMPL_clk_latency_ns=0.51
export IMPL_top_area_share_pct=51.5
export IMPL_cts_buffers=35
export IMPL_holdWs_ns=0.347
export IMPL_finClkSkew_ns=0.0140
export IMPL_drt_iter0_drc=660
export IMPL_netlist_top_cells_count="288 x dfrtp_1, 180 x nor2_1, 86 x nand3_1"
export IMPL_grt_pass1_wl_mm=44.4
export IMPL_cts_root_buffer="clkbuf_16"
export IMPL_synth_seq_share_pct=51.5
export IMPL_hold_depth=0
export IMPL_dpl_cell_area_sq_um=14600
export IMPL_yosys_cells=1383
export IMPL_grtUsageMet1_pct=33.1
export IMPL_max_cap_violations=0
export IMPL_synth_cells=1383
export IMPL_hold_path_end="blue_switch_debouncers[3].blue_debouncer.sync.ff2"
export IMPL_die_area_sq_um=28600
export IMPL_critPathLaunchType="register"
export IMPL_coreArea_sq_um=27200
export IMPL_overflow=0
export IMPL_dp_hpwl_mm=15.9
export IMPL_synthFlopType="dfrtp_1"
export IMPL_fmax_ghz=0.442
export IMPL_place_gp_congestion=0.848
export IMPL_worstReg2RegStart="red_switch_debouncers[3].red_debouncer.count[0]"
export IMPL_drt_wl_total_mm=25.0
export IMPL_yosys_area_sq_um=14000
export IMPL_area_leaders="dfrtp_1 52%, xnor2_1 5.1%, nor2_1 4.8%"
export IMPL_grt_busiest_layer="met1"
export IMPL_yosysWarnings=2
export IMPL_end_kind="register"
export IMPL_cp_arrival_ns=2.69
export IMPL_cts_setup_buffers=0
export IMPL_vias_per_cell=5.54
export IMPL_tightest_slew_ns=0.652
export IMPL_routedWlPerCell_um=13.8
export IMPL_slew_headroom_pct=56.5
export IMPL_antenna_found_initial=0
export IMPL_first_global_vias=9362
export IMPL_grt_max_degree=51
export IMPL_period_needed_ns=2.26
export IMPL_setup_viol=0
export IMPL_rows=60
export IMPL_r2r_end="red_switch_debouncers[3].red_debouncer.count[20]"
export IMPL_netlist_area_sq_um=14000
export IMPL_power_leakage_nw=6.25
export IMPL_ctsHoldBuffers=0
export IMPL_drc=0
export IMPL_ys_async_sr_fraction_pct=100
export IMPL_final_area_sq_um=15800
export IMPL_rsz0062_at_grt="false"
export IMPL_peakVddDrop_mv=0.536
export IMPL_r2r_setup_slack_ns=0.64
export IMPL_setup_tns_ns=0
export IMPL_r2r_cells=5
export IMPL_outcome="finished clean"
export IMPL_area_growth_syn_to_layout_pct=13.2
export IMPL_cts_num_sinks=288
export IMPL_fin_total_pwr_mw=8.86
export IMPL_criticalPathCategory="reg2reg"
export IMPL_ios=26
export IMPL_cts_buffer_depth=3
export IMPL_drv_slew=0
export IMPL_min_from="blue_switch_debouncers[3].blue_debouncer.sync.ff1"
export IMPL_critPathMaxFanout=8
export IMPL_cts_tree="built"
export IMPL_drive_above_1_share_pct=8.24
export IMPL_ant_nets=0
export IMPL_fin_crit_sh_pct=77.9
export IMPL_most_common_cell="dfrtp_1"
export IMPL_htree_levels=2
export IMPL_edf_count=0
-- layout by cell type (no fill, tap or decap), types with 25 or more instances in the layout --
cell type	n
nand2_1	70
xnor2_1	82
or3_1	45
o21ai_0	38
or4_1	52
dfrtp_1	288
nand3_1	86
clkbuf_16	35
nand4_1	67
nor2_1	180
inv_1	47
clkdlybuf4s50_1	25
o31ai_1	42
xor2_1	75
and4_1	30
a21oi_1	81
-- metrics by stage --
step / instances / utilization [%] / setup slack [ns]
detailed placement: 1753 / 53.8 / 0.623
CTS: 1816 / 58.2 / 0.609
finish: 1816 / 58.2 / 0.640
floorplan: 1383 / - / -1.50
global route: 1816 / 58.2 / 0.507
global placement: 1753 / 53.8 / 0.637
-- how the worst max path moves through the flow --
stage	slack (ns)	end	startpoint
6_report	0.64	red_switch_debouncers[3].red_debouncer.count[20]	red_switch_debouncers[3].red_debouncer.count[0]
5_1_grt	0.51	red_switch_debouncers[3].red_debouncer.count[20]	red_switch_debouncers[3].red_debouncer.count[0]
4_1_cts	0.61	blue_switch_debouncers[3].blue_debouncer.count[2]	blue_switch_debouncers[3].blue_debouncer.count[9]
-- per-layer routing --
| layer | share of wire [%] | wire [um] |
|---|---|---|
| met5 | 0 | 0 |
| met4 | 2.0 | 512 |
| met3 | 3.2 | 803 |
| met2 | 43 | 10700 |
| met1 | 52 | 13000 |
-- state kept, by name (all words and copies together), names as in the netlist --
name and count:
blue_switch_debouncers.blue_debouncer.count 84, green_switch_debouncers.green_debouncer.sync.ff1 4, blue_switch_debouncers.blue_debouncer.btn_out 4, red_switch_debouncers.red_debouncer.count 84
blue_switch_debouncers.blue_debouncer.sync.ff2 4, green_switch_debouncers.green_debouncer.btn_out 4, blue_switch_debouncers.blue_debouncer.sync.ff1 4, green_switch_debouncers.green_debouncer.count 84
green_switch_debouncers.green_debouncer.sync.ff2 4, red_switch_debouncers.red_debouncer.sync.ff1 4, red_switch_debouncers.red_debouncer.btn_out 4, red_switch_debouncers.red_debouncer.sync.ff2 4
-- where the power goes --
group	leakage [nW]	internal (mW)	total [mW]	switching (mW)
sequential	3.94	4.08	4.13	0.0544
combinational	1.72	0.0957	0.276	0.180
clock	0.586	2.77	4.45	1.69
-- final cells by class --
cell class / instances / area [sq um]
timing repair buffer: 40 / 438
sequential: 288 / 7210
clock buffer: 47 / 991
inverter: 48 / 184
clock inverter: 16 / 200
fill: 2302 / 11400
tap: 372 / 465
multi-input combinational: 1005 / 6340
-- kinds of logic (layout without fill, tap and decap cells) --
| group | count (synthesis) | after routing | synth area share, % |
|---|---|---|---|
| and+or+nand+nor | 646 | 646 | 25.3 |
| DFF | 288 | 288 | 51.5 |
| AOI/OAI and AO/OA | 178 | 178 | 8.15 |
| xor gates and xnor gates | 157 | 157 | 9.83 |
| buffers and inverters | 90 | 151 | 3.11 |
| adders and majority gates | 12 | 12 | 1.07 |
| muxes | 12 | 12 | 0.966 |
-- worst max-delay path, cell delays in order, from the launching register on --
cell and delay, ns:
dfrtp_1 0.41, ha_1 0.24, nand4_2 0.20, or4_1 0.70, or4_1 0.45, a21oi_1 0.18
Power and IR drop assume default switching activity.
